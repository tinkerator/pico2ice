[design/flow/design.v]
module spi_device(
    input wire clk,
    input wire reset,
    input wire ck,
    input wire cs,
    input wire si,
    output reg so,
    input wire send__ready,
    output reg send__ack,
    input wire [7:0] write,
    output reg recv__ready,
    input wire recv__ack,
    output reg [7:0] read);
    reg active;
    reg [3:0] count;
    reg [7:0] incoming;
    reg [7:0] outgoing;
    reg was;
    always @(posedge clk)
      begin
        if (! reset)
          begin
            recv__ready <= #1 1'b0;
            send__ack <= #1 1'b0;
            active <= #1 1'b0;
          end
        else
          begin
            was <= #1 ck;
            if (active & ! ck)
              begin
                so <= #1 outgoing[7];
              end
            if (! active)
              begin
                count <= #1 4'H0;
                active <= #1 ! cs;
              end
            else if (cs)
              begin
                active <= #1 1'b0;
              end
            else if (ck & ! was)
              begin
                count <= #1 (count + 4'H1);
                incoming <= #1 { incoming[6:0], si };
              end
            else if (count == 0)
              begin
                if (send__ready)
                  begin
                    send__ack <= #1 1'b1;
                    outgoing <= #1 write;
                  end
              end
            else if (count == 8)
              begin
                count <= #1 4'H0;
                read <= #1 incoming;
                recv__ready <= #1 1'b1;
              end
            else if (was & ! ck)
              begin
                outgoing[0] <= #1 1'b0;
                outgoing[7:1] <= #1 outgoing[6:0];
              end
            else
              begin
                recv__ready <= #1 (recv__ready & ! recv__ack);
                send__ack <= #1 (send__ack & send__ready);
              end
          end
      end
endmodule  
module mirror(
    input wire clk,
    input wire reset,
    input wire recv__ready,
    output reg recv__ack,
    input wire [7:0] cmd,
    output reg sent__ready,
    input wire sent__ack,
    output reg [7:0] reply,
    output reg [7:0] state);
    always @(posedge clk)
      begin
        if (! reset)
          begin
            state <= #1 8'H0;
            sent__ready <= #1 1'b0;
            recv__ack <= #1 1'b0;
          end
        else if (recv__ack & ! recv__ready)
          begin
            recv__ack <= #1 1'b0;
          end
        else if (sent__ready)
          begin
            sent__ready <= #1 ! sent__ack;
          end
        else if (recv__ready)
          begin
            recv__ack <= #1 1'b1;
            if (! recv__ack)
              begin
                sent__ready <= #1 1'b1;
                state <= #1 cmd;
                reply <= #1 state;
              end
          end
      end
endmodule  
module top(input wire  reset,
	   input wire  clk,
	   output wire led_r,
	   output wire led_g,
	   output wire led_b,
	   output wire ice_so,
	   input wire  ice_sck,
	   input wire  ice_ssn,
	   input wire  ice_si);
   reg sck;
   reg ssn;
   reg si;
   wire	      reply_ready;
   wire	      reply_ack;
   wire [7:0] reply;
   wire	      cmd_ready;
   wire	      cmd_ack;
   wire [7:0] cmd;
   wire [7:0] state;
   spi_device dev(clk,
		  reset,
		  sck,
		  ssn,
		  si,
		  ice_so,
		  reply_ready,
		  reply_ack,
		  reply,
		  cmd_ready,
		  cmd_ack,
		  cmd);
   mirror store(clk,
		reset,
		cmd_ready,
		cmd_ack,
		cmd,
		reply_ready,
		reply_ack,
		reply,
		state);
   assign led_r = !state[2];
   assign led_g = !state[1];
   assign led_b = !state[0];
   always @(posedge clk)
     begin
	ssn <= ice_ssn;
	sck <= ice_sck;
	si <= ice_si;
     end
endmodule  
[design/flow/run.sh]
#!/bin/bash
# OpenROAD 26Q1-2900-gdf79404cd8, Yosys 0.63+post, stock flow scripts
make -C /OpenROAD-flow-scripts/flow DESIGN_CONFIG=/design/flow/config.mk WORK_HOME=/design/flow/orfs finish
[design/flow/config.mk]
export PLATFORM = sky130hd
export DESIGN_NAME = top
export DESIGN_NICKNAME = top
export VERILOG_FILES = /design/flow/design.v
export SDC_FILE = /design/flow/constraint.sdc
export NUM_CORES = 4
export LEC_CHECK = 1
export CORE_UTILIZATION = 40
[design/flow/constraint.sdc]
current_design top

set clk_period 3.1
set clk_io_pct 0.2

create_clock -name clk0 -period $clk_period [get_ports {clk}]

set non_clock_inputs [all_inputs -no_clocks]
set_input_delay [expr $clk_period * $clk_io_pct] -clock clk0 $non_clock_inputs
set_output_delay [expr $clk_period * $clk_io_pct] -clock clk0 [all_outputs]
==> GITHUB_STEP_SUMMARY <==
### Yosys + OpenROAD results

| Metric | Value |
|---|---|
| Outcome | complete, no violations |
| Yosys warns | 3 |
| Filler Cell Count | ~410 |
| Total wirelength of the detailed-routed design | roughly 2700 um |
| Hold Path Class | flop to flop |
| Internal power | 0.000979 W |
| Die width | 73.9 um |
| Sum of negative setup slack | 0 ps |
| Share of post-route cells with drive strength above 1 | 0.148 |
| Clock slew seen by the registers of the worst setup and hold paths | 90 ps |
| Total grt overflow | 0 |
| Initial Util | 0.426 |
| TritonCTS clock tree | built |
| Portion of total power attributed to combinational logic | 0.034 |
| Number of inserted diodes | 0 |
| Data arrival time at the worst-slack endpoint | 2060 ps |
| Cts repair resizes | 0 |
| Top area cells in the synthesized netlist | edfxtp_1 (55%), dfxtp_1 (15%), mux2_2 (3.8%), nor2b_1 (3.3%), mux2i_1 (2.4%) |
| Number of enable flip-flop cells | 38 |
| Y dimension of the die | 73.9 um |
| Htree depth | 2 |
| Slew at the pin with the worst max-slew slack | 642 ps |
| Distinct cell type count after synthesis | 32 |
| Post-synthesis sequential area ratio | 0.707 |
| Wire length on met2 | about 1200 um |
| Count of nets left with antenna violations after detail routing | 0 |
| Most numerous logic cells after layout | edfxtp_1 (38), dfxtp_1 (16), nor2b_1 (11), nor2_1 (9) |
| Buffers from clock root to sink, at most | 2 |
| Max rail drop VDD | 0.000344 V |
| Type of element launching the critical path | flop |
| RSZ-0062 raised after global routing | false |
| Worst setup EP type | flop |
| Number of global-route vias before repair | 987 |
| Kind of cell adding the most delay to the critical path | simple AND/OR/NAND/NOR gates |
| Routed met3 length | approximately 83 um |
| Area delta synth->final | 12.5% |
| Top FF cell, synth | edfxtp_1 |
| Asr flop ratio synth | 0 |
| Top fanout value on the critical path | 9 |
| Leakage power total | between 0.7 and 0.8 nW |
| Number of setup violations in the final report | 0 |
| Number of antenna violations at the first check in global routing | 0 |
| Design Power | 0.00122 W |
| Violation count after the first detailed-routing iteration | 18 |
| IO Port Bufs | 8 |
| Setup Fix Bufs, Post-CTS | 0 |
| Clk latency of the worst-skew pair | 300 ps |
| Number of max-cap violations | 0 |
| Worst path cell trace | inv_1 -> ha_1 -> nor3b_4 -> a21oi_1 -> nor3b_1 -> buf_4 |
| Core outline area | 4850 um^2 |
| Drt pass-1 iters | 4 |
| Proportion of power drawn by the clock network | 0.326 |
| Top area contributor share | 0.552 |
| Boundary Pins | 9 |
| Slowest-stage cell, CP | nor3b_4 |
| Num rows | 25 |
| Chip area from the yosys synthesis statistics | 2070 um^2 |
| Register bit total from synthesis | 54 |
| Most frequent logic cell in the layout | edfxtp_1 |
| Switching part of the total | 0.199 |
| Library cell with the largest summed area after synthesis | edfxtp_1 |
| Required @ worst endpoint | roughly 3100 ps |
| Slew Limit Headroom | 0.572 |
| Average wire length per cell after detail routing | 12.1 um |
| Root buf cell | clkbuf_8 |
| Seq pwr share | 0.640 |
| Switch Pwr | 0.000243 W |
| Cell total in the yosys stat output | 139 |
| HPWL after DPL | between 1500 and 2000 um |
| Setup clock skew after layout | 8.26 ps |
| Number of instances in the synthesized netlist | 139 |
| Category of the critical setup timing path | flop to flop |
| Largest net degree at the start of global routing | 18 |
| Routability congestion estimate | slightly below 0.8 |
| Uppermost signal routing layer after detailed routing | met4 |
| GRT Total Usage | 0.117 |
| Post-CTS Hold Buffers | 0 |
| Routed met1 length | around 1300 um |
| Syn avg cell area | 14.9 um^2 |
| Floorplan die area | 5460 um^2 |
| Largest stage delay on the critical path | 460 ps |
| Post-layout period usage of the worst path | 0.659 |
| Number of warnings in the stage logs | 27 |
| Global-route wire length before repair | about 4500 um |
| CTS buffer count | 5 |
| Peak Freq | 0.489 GHz |
| Remaining DRCs | 0 |
| Post-layout minimum cycle time | between 2000 and 2500 ps |
| Final Max Slew Viols | 0 |
| Buffers and inverters on the worst path | 2 |
| Final Hold Vio Count | 0 |
| Sink count of the clock tree | 54 |
| Average via count per standard cell | ~4.6 |
| Total via count after detailed routing | 1029 |
| Cell area after synthesis | 2070 um^2 |
| Ratio of total power to cell area | 525 nW/um^2 |
-- metrics by stage --
stage	util	hold WS [ps]	instances	cell area, um^2	setup slack (ps)
6_report	0.480	412	222	2330	1060
5_1_grt	0.480	430	222	2330	905
4_1_cts	0.480	420	222	2330	1060
3_5_place_dp	0.459	394	214	2230	805
3_3_place_gp	0.459	397	214	2230	782
2_1_floorplan	-	386	139	2070	889
-- worst register-to-register path: cells and delay by family (launching register included) --
family | cells | cell delay (ps)
AOI/OAI and AO/OA | 1 | 150
adders and majority gates | 1 | 180
buffers and inverters | 2 | 310
DFF | 1 | 440
and+or+nand+nor | 2 | 680
-- final timing paths --
| check | start | endpoint | slack, ps | depth (start not counted) |
|---|---|---|---|---|
| setup / recovery | dev.count[0] | dev.outgoing[2] | 1060 | 6 |
| hold reg to reg | si | dev.incoming[0] | 410 | 0 |
| hold / removal | si | dev.incoming[0] | 410 | 0 |
| setup reg to reg | dev.count[0] | dev.outgoing[2] | 1060 | 6 |
-- synthesized netlist by cell type (2+ instances only) --
| cell type | count |
|---|---|
| and3_1 | 2 |
| nor2_1 | 9 |
| mux2_2 | 7 |
| mux2i_1 | 5 |
| o21ai_0 | 3 |
| and3b_1 | 2 |
| ha_1 | 3 |
| nor2b_1 | 11 |
| edfxtp_1 | 38 |
| nor3b_4 | 2 |
| nand3_1 | 2 |
| nand2_1 | 3 |
| dfxtp_1 | 16 |
| o21a_1 | 2 |
| and2_1 | 2 |
| a21oi_1 | 8 |
| buf_6 | 2 |
| inv_1 | 8 |
-- power by group through the flow --
stage	sequential [W]	combinational (W)	clock, W
after global routing	0.000784	0.0000456	0.000443
final	0.000782	0.0000414	0.000399
after CTS	0.000782	0.0000415	0.000413
-- state kept, by name, indices dropped and copies added, names as in the netlist --
register           count
dev.incoming           8
dev.outgoing           8
dev.read               8
store.reply            8
store.state            8
dev.count              4
dev.active             1
dev.recv__ready        1
dev.send__ack          1
dev.so                 1
dev.was                1
sck                    1
si                     1
ssn                    1
store.recv__ack        1
store.sent__ready      1
-- metal layers --
layer | GRT usage | up-vias
li1 | - | 527
met3 | 0.0388 | 6
met2 | 0.174 | 17
met5 | 0 | -
met1 | 0.187 | 479
met4 | 0.0171 | 0
-- cell type report --
class	instances	area (um^2)	area share
clock buffer	6	82.6	0.0355
timing repair buffer	11	103	0.0441
multi-input combinational	74	549	0.236
tap	67	83.8	0.0360
clock inverter	2	16.3	0.00699
sequential	54	1460	0.628
inverter	8	30.0	0.0129
-- cell families (layout without fill, tap and decap cells) --
| logic type | after synthesis | in the layout | synth area share |
|---|---|---|---|
| compound gates | 17 | 17 | 0.0515 |
| xor+xnor | 2 | 2 | 0.00848 |
| fa+ha+maj | 3 | 3 | 0.0182 |
| buf+inv | 11 | 27 | 0.0272 |
| flops | 54 | 54 | 0.707 |
| mux | 12 | 12 | 0.0624 |
| simple gates | 40 | 40 | 0.125 |
No activity file was given, so power comes from the tool's default toggle rates.
